File: /design/flow/constraint.sdc
current_design quad

set clk_period 1.0
set clk_io_pct 0.2

create_clock -name clk0 -period $clk_period [get_ports {clk}]

set non_clock_inputs [all_inputs -no_clocks]
set_input_delay [expr $clk_period * $clk_io_pct] -clock clk0 $non_clock_inputs
set_output_delay [expr $clk_period * $clk_io_pct] -clock clk0 [all_outputs]
File: /design/flow/run.sh
#!/bin/bash
# OpenROAD 26Q1-2900-gdf79404cd8, Yosys 0.63+post, stock flow scripts
make -C /OpenROAD-flow-scripts/flow DESIGN_CONFIG=/design/flow/config.mk WORK_HOME=/design/flow/orfs finish
File: /design/flow/design.v
module quad(input clk, input dir, input reset, output reg A, output reg B);
    parameter PULSE_WIDTH = 2;
    reg[9:0] clk_count=0;
    reg width_clk=0;
    parameter UP0 = 3'b000, UP1 = 3'b001, UP2 = 3'b010, UP3 = 3'b011;
    parameter DOWN0 = 3'b100, DOWN1 = 3'b101, DOWN2 = 3'b110, DOWN3 = 3'b111;
    reg[2:0] state, next_state;
    always @(posedge clk) begin
        if(clk_count < (PULSE_WIDTH-1)/2) clk_count <= clk_count + 1;
        else begin
            clk_count <= 0;
            width_clk <= ~width_clk;
        end
    end
    always @(posedge clk) begin
        case(state)
            UP0: next_state <= (dir==1)? DOWN0:UP1;
            UP1: next_state <= (dir==1)? DOWN0:UP2;
            UP2: next_state <= (dir==1)? DOWN0:UP3;
            UP3: next_state <= (dir==1)? DOWN0:UP0;
            DOWN0: next_state <= (dir==1)? UP0:DOWN1;
            DOWN1: next_state <= (dir==1)? UP0:DOWN2;
            DOWN2: next_state <= (dir==1)? UP0:DOWN3;
            DOWN3: next_state <= (dir==1)? UP0:DOWN0;
        endcase
    end
    always @(posedge width_clk, posedge reset) begin
        if(reset) state <= UP0;
        else state <= next_state;
    end
    always @(posedge width_clk) begin
        case(state)
            UP0: begin
                A <= 0;
                B <= 0;
            end
            UP1: begin
                A <= 0;
                B <= 1;
            end
            UP2: begin
                A <= 1;
                B <= 1;
            end
            UP3: begin
                A <= 1;
                B <= 0;
            end
            DOWN0: begin
                A <= 0;
                B <= 0;
            end
            DOWN1: begin
                A <= 1;
                B <= 0;
            end
            DOWN2: begin
                A <= 1;
                B <= 1;
            end
            DOWN3: begin
                A <= 0;
                B <= 1;
            end
        endcase
    end
endmodule
File: /design/flow/config.mk
export PLATFORM = sky130hd
export DESIGN_NAME = quad
export DESIGN_NICKNAME = quad
export VERILOG_FILES = /design/flow/design.v
export SDC_FILE = /design/flow/constraint.sdc
export NUM_CORES = 4
export LEC_CHECK = 1
export CORE_AREA = 10 10 70 70
export DIE_AREA = 0 0 80 80
==> qor.csv <==
metric;value;unit
startpoint types;primary input;
Synth area leaders;dfxtp_1, dfrtp_1, ha_1;
cell area after synthesis;330;µm²
xor/xnor cell area share of the yosys netlist;0.0265;
total tool warning count;28;
final setup violation count;0;
placeable core area;3420;µm²
critical-path maximum fanout;3;
main logic family after synthesis;adder cells;
synthesized instance count;27;
worst hold slack;436;ps
final routed wire length divided by cell count;6.25;µm
clock buffer count from CTS;3;
vias per cell;2.40;
number of register pins that no clock reaches;5;
peak per-stage delay on the critical path;510;ps
peak clock frequency supported by timing;1480;MHz
final setup TNS;0;ps
post-synth cell types;12;
library cell with the largest summed area after synthesis;dfxtp_1;
DP Wirelength;406;µm
fraction of layout cells with a size suffix above 1;0.147;
Clk Latency, worst-skew pair;230;ps
leading cell types by count after synthesis;dfxtp_1, inv_1, ha_1;
adder and majority cell fraction of the synthesized area;0.152;
maximum clock skew at final layout;0;ps
global route total overflow;0;
Leak Pwr;0.000185;µW
row count;21;
top flip-flop cell by instance count after synthesis;dfxtp_1;
Remaining DRCs;0;
number of buffer cells added on primary ports;4;
number of cells in Yosys stat;27;
CP Data Arrival Time;790;ps
drt first pass iters;1;
final routed wirelength across all metal layers;500;µm
Area Overhead vs Synth;36.4;%
clock root cell;clkbuf_4;
worst-margin pin slew;307;ps
number of enable-type register cells in the synthesized netlist;0;
power density relative to cell area;842;nW/µm²
H-tree Lvls;1;
Floorplan Utilization;0.0967;
number of I/O pins;5;
total via count after detailed routing;192;
largest vdd supply drop;0.598;mV
Synth Area per Inst;12.2;µm²
core utilization of the finished layout;0.132;
Placed Instance Area;428;µm²
Critical Path Slowest Stage Cell;clkdlybuf4s50_1;
CP Buf/Inv Count;1;
area fraction in compound gates;0.106;
worst reg2reg path endpoint;width_clk;
number of antenna violations at the first check in global routing;0;
unrepaired setup endpoints after global routing;false;
cell depth of the worst flop-to-flop path;1;
Final GP Congestion;0.743;
Die Ht;80;µm
run status;completed;
post-CTS repair timing setup buffer count;0;
share of the clock period used by the worst path;0.676;
worst setup path startpoint;dir;
worst-case register-to-register setup slack;430;ps
Max-Cap Viols;0;
fin. max-slew vios;0;
post-route design area;450;µm²
most frequent cell after synthesis;dfxtp_1;
vias in the first global route;236;
die area;6400;µm²
total stage count of the critical path;2;
hold violation count in the final report;0;
Area leader share;0.364;
remaining antenna violation count after routing;0;
class of the worst hold path;flop to flop;
CTS tree;built;
first-pass GRT wire length;924;µm
number of antenna diodes;0;
sequential fraction of the synthesis area;0.591;
drt first-iter violations;0;
minimum period implied by the final worst setup slack;676;ps
hold buffer count at cts;0;
number of unconstrained endpoints;7;
yosys synthesis warning count;1;
clock slew seen by the registers of the worst setup and hold paths;40;ps
CTS-repair resized insts;0;
Multiplexer share;0.0341;
Reg-to-Reg Start;width_clk;
yosys stat area;330;µm²
list of cells traversed by the critical path;clkdlybuf4s50_1 -> xnor2_1;
CTS max path bufs;2;
FFs w/ async S/R, synth;0.333;
Tot Pwr;379;µW
global router's overall resource usage;0.0175;
Seq cells post-synth;9;
max-slew headroom at the worst pin;0.793;
destination of the critical timing path;next_state[2];
family with the most delay on the worst path;buffers and inverters;
element type at the critical path end;flop;
Synth Area in Simple Gates;0.0341;
classification of the worst setup path;primary input to flop;
Die Span X;80;µm
data required time of the worst path;1120;ps
largest net degree at the start of global routing;7;
==> state kept, by name (all words and copies together), names as in the netlist <==
name and cells:
state 3, A 1, width_clk 1, B 1, next_state 3
==> power breakdown <==
part	switching, µW	internal [µW]
combinational	5.10	8.94
clock	64.6	134
sequential	0.923	166
==> per-stage QoR <==
stage,setup WS (ps),std cells
floorplan,498,27
global placement,91.6,77
detailed placement,78.5,77
CTS,325,80
global route,298,80
finish,324,80
==> worst min-delay path by stage <==
stage	from	to	slack [ps]	depth (start not counted)
4_1_cts	width_clk	width_clk	440	1
6_report	width_clk	width_clk	440	1
5_1_grt	width_clk	width_clk	450	1
==> kinds of logic (layout without fill, tap and decap cells) <==
logic type | count (synthesis) | count (layout)
flip-flops | 9 | 9
buffers and inverters | 5 | 12
adder cells (fa/ha/maj) | 4 | 4
AND-OR/OR-AND | 4 | 4
AND/OR/NAND/NOR | 3 | 3
XOR/XNOR | 1 | 1
multiplexers | 1 | 1
==> cell usage in the layout (no fill, tap or decap) <==
cell type / n
dfxtp_1: 6
inv_1: 5
ha_1: 4
clkdlybuf4s50_1: 4
clkbuf_4: 3
dfrtp_1: 3
nor2_1: 2
a2bb2oi_1: 1
a21oi_1: 1
o41ai_2: 1
xnor2_1: 1
nand2_1: 1
o21ai_0: 1
mux2_2: 1
==> per-layer routing <==
layer  share of wire  track usage
met5               0            0
met4           0.044      0.00704
met3           0.066      0.00682
met2            0.34       0.0249
met1            0.55       0.0230
==> cell type report <==
class	count	area [µm²]
tap	46	57.6
inverter	5	18.8
clock buffer	3	22.5
multi-input combinational	13	116
fill	400	2970
timing repair buffer	4	40.0
sequential	9	195
Power and IR drop assume default switching activity.
